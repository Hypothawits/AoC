<file path="./design.v">
module line_to_number (
  input reg [7:0] input_char,
  input logic clk,
  output logic is_num_out,
  output logic[15:0] result_out
);
  logic is_number = 0;
  logic first_num_found = 0;
  logic [7:0] first_num = 0;
  logic [7:0] last_num  = 0;
  assign is_num_out = is_number;
  assign result_out = {first_num, last_num};
  initial begin
  end
  always_comb begin
    case (input_char)
      "1": is_number = 1;
      "2": is_number = 1;
      "3": is_number = 1;
      "4": is_number = 1;
      "5": is_number = 1;
      "6": is_number = 1;
      "7": is_number = 1;
      "8": is_number = 1;
      "9": is_number = 1;
      "0": is_number = 1;
      default: is_number = 0;
    endcase
  end
  always_ff @(posedge clk) begin
    if (is_number == 1) begin
      if (first_num_found == 0) begin
        first_num <= input_char;
        last_num <= input_char;
        first_num_found <= 1;
      end else begin
        last_num <= input_char;
      end
    end
  end
endmodule
</file>
<file path="./config.mk">
export PLATFORM = sky130hd
export DESIGN_NAME = line_to_number
export DESIGN_NICKNAME = line_to_number
export VERILOG_FILES = /design/flow/design.v
export SDC_FILE = /design/flow/constraint.sdc
export NUM_CORES = 4
export LEC_CHECK = 1
export CORE_AREA = 10 10 74 74
export DIE_AREA = 0 0 84 84
</file>
<file path="./run.sh">
#!/bin/bash
# OpenROAD 26Q1-2900-gdf79404cd8, Yosys 0.63+post, stock flow scripts
make -C /OpenROAD-flow-scripts/flow DESIGN_CONFIG=/design/flow/config.mk WORK_HOME=/design/flow/orfs finish
</file>
<file path="./constraint.sdc">
current_design line_to_number

set clk_period 2.4
set clk_io_pct 0.2

create_clock -name clk0 -period $clk_period [get_ports {clk}]

set non_clock_inputs [all_inputs -no_clocks]
set_input_delay [expr $clk_period * $clk_io_pct] -clock clk0 $non_clock_inputs
set_output_delay [expr $clk_period * $clk_io_pct] -clock clk0 [all_outputs]
</file>
==> deck_impl_summary.md <==
Key Metrics from the Run

Synthesis
  • Post-Synth Simple-Gate Area: 0.0778
  • Number of synthesized flops with an enable pin: 17
  • Avg Inst Size Synth: 24.5 um2
  • Dominant comb cell: simple AND/OR/NAND/NOR gates
  • Register area share after synthesis: 0.907
  • YS warnings: 1
  • Complex Gates by Area: 0.00889
  • Mux share: 0
  • Async set-reset flop share out of synthesis: 0
  • FF+latch count, synth: 17
  • Synth area leader: edfxtp_1
  • Ys flop type: edfxtp_1
  • Cells after synthesis: 23
  • Area share of fa/ha/maj cells after synthesis: 0
  • Distinct lib cells used: 7
  • Yosys Chip Area: 563 um2
  • Top-count cell post-synth: edfxtp_1
  • Yosys cell count: 23
  • Yosys xor share: 0
  • Dominant cell area share: 0.907
  • Cell area leaders: edfxtp_1, nor4b_4, or2_4
  • Mapped Area: 563 um2

Floorplan
  • Fp_density: 0.142
  • Die Span Y: 84 um
  • Core Region: 3970 um2
  • Std-Cell Rows: 23
  • Die width: 84 um
  • Chip Area: 7060 um2
  • I/O Pins: 26

Routing
  • Initial DRC Count: 8
  • Total wire length: 1200 um
  • # DRC: 0
  • Drt pass-1 iters: 2
  • DR WL/cell: 10.7 um
  • Antenna cells: 0
  • Final ANT Viol Nets: 0
  • Vias: 350
  • DR vias/cell: 3.13

Worst setup path
  • Critical path peak fanout: 2
  • CP arrival: 1500 ps
  • Worst setup path category: primary input to primary output
  • Crit. End Element: primary output
  • Nature of the critical path startpoint: primary input
  • R2r setup slk: 1220 ps
  • Data required, critical path: 1920 ps
  • Worst R2R Path Depth: 2

GRT
  • Largest net degree at the start of global routing: 10
  • Total GRT Usage: 0.0347
  • Met2 global-route usage: 0.0557
  • M1 GR Usage: 0.0376
  • Antenna violations before repair: 0
  • GR Overflow Total: 0
  • Global-route wire length before repair: 1950 um
  • Vias in the first global route: 412
  • Met3 Use GR: 0.0226
  • GR peak layer: met2

Final timing
  • Final tally of hold violations: 0
  • Final setup skew: 1.04 ps
  • Final setup violation count: 0
  • Hold slack: 738 ps
  • Crit path time final: 1980 ps
  • Slew Limit Fails: 0
  • Period utilization: 0.826
  • RSZ-0062 raised after global routing: false
  • Fin worst setup slack: 418 ps
  • Fmax achieved: 0.505 GHz

Clock network
  • Clock Sinks: 17
  • Post-CTS Setup Inserts: 0
  • # hold bufs at CTS: 0
  • Clk slew on worst S/H paths: 60 ps
  • CTS Buffer Depth: 2
  • Worst skew pair latency: 240 ps
  • TritonCTS clock tree: yes
  • Clock root buffer: clkbuf_8
  • H-tree levels: 1
  • Num CTS Buffers: 3
  • Cts repair resizes: 2

Final layout
  • Layout cells sized above 1: 0.274
  • Syn-to-layout area delta: 80.0%
  • Finished Layout Cells: 112
  • Design area: 1010 um2

Hold path
  • Hold Crit Class: register to register
  • Hold depth: 2

Power and ir drop
  • Peak supply drop: 0.000153 V
  • Tot Pwr: 576 uW
  • Power per cell area: 568 nW/um2
  • P_leak: 0.368 nW

Placement
  • Hpwl dp: 999 um
  • GP Congestion: 0.723
  • Pre-CTS setup slack: -111 ps
  • IO Port Bufs: 25
  • Placed instance area: 951 um2
  • Placed Cells: 108

Job
  • Tally of OpenROAD warnings: 25
  • Max-Cap Viols: 0

Run status
  • Run status: complete, no violations
cell type report:
cell class                      instances  area, um2
Clock buffer                            4       45.0
Tap cell                               50       62.6
Timing Repair Buffer                   35        328
Fill cell                             414       2960
Multi-Input combinational cell          6       67.6
Sequential cell                        17        510
final timing paths:
kind / startpoint / end
max reg2reg: first_num_found / first_num[4]
min: first_num_found / first_num[2]
max: input_char[7] / is_num_out
min reg2reg: first_num_found / first_num[2]
per-layer routing:
layer  up-vias  part of all wire
met2        18              0.47
li1        166                 -
met3         4              0.15
met1       162              0.37
met5         -                 0
met4         0             0.012
stage by stage:
stage / TNS [ps] / util
2_1_floorplan: 0 / -
3_3_place_gp: -101 / 0.239
3_5_place_dp: -111 / 0.239
4_1_cts: 0 / 0.252
5_1_grt: 0 / 0.255
6_report: 0 / 0.255
kinds of logic after synthesis:
family          count (synthesis)
simple gates                    4
other cells                     1
compound gates                  1
flops                          17
sequential cells by signal, summed over array words and instances (netlist names):
signal and cells:
last_num 8, first_num_found 1, first_num 8
report_power, final:
part           switching (mW)  total, mW  internal, mW
clock                  0.0823      0.200         0.117
sequential            0.00127      0.333         0.332
combinational          0.0131     0.0431        0.0300
cells in the final DEF (no fill, tap or decap):
master,Yosys,routed
clkdlybuf4s50_1,0,24
edfxtp_1,17,17
buf_4,0,10
clkbuf_8,0,3
or2_4,1,1
nand2_1,1,1
o21ai_2,0,1
nor3b_4,0,1
nor4b_4,1,1
clkbuf_1,0,1
conb_1,1,1
dlymetal6s2s_1,0,1
critical path, cell delays in order:
cell and delay [ps]:
clkdlybuf4s50_1 420, or2_4 270, nor3b_4 200, dlymetal6s2s_1 120
Power is estimated from default activity; no workload was simulated.
